$ cat /design/flow/config.mk
export PLATFORM = sky130hd
export DESIGN_NAME = comparator
export DESIGN_NICKNAME = comparator
export VERILOG_FILES = /design/flow/design.v
export SDC_FILE = /design/flow/constraint.sdc
export NUM_CORES = 4
export LEC_CHECK = 1
export CORE_AREA = 10 10 71 71
export DIE_AREA = 0 0 81 81
$ cat /design/flow/constraint.sdc
current_design comparator

set clk_period 1.8
set clk_io_pct 0.2

create_clock -name clk0 -period $clk_period

set non_clock_inputs [all_inputs -no_clocks]
set_input_delay [expr $clk_period * $clk_io_pct] -clock clk0 $non_clock_inputs
set_output_delay [expr $clk_period * $clk_io_pct] -clock clk0 [all_outputs]
$ cat /design/flow/design.v
module comparator (
    input  logic [31:0] a,
    input  logic [31:0] b,
    output logic        lt,
    output logic        eq,
    output logic        gt
);
    logic [31:0] eq_chain;
    logic [31:0] lt_chain;
    assign eq_chain[31] = 1'b1;
    assign lt_chain[31] = 1'b0;
    genvar i;
    generate
    for (i = 30; i >= 0; i--) begin
        assign eq_chain[i] = eq_chain[i+1] & ~(a[i] ^ b[i]);
        assign lt_chain[i] = (~a[i] & b[i]) | (eq_chain[i+1] & lt_chain[i+1]);
    end
    endgenerate
    assign lt = lt_chain[0];
    assign eq = eq_chain[0];
    assign gt = ~lt & ~eq;
endmodule : comparator
$ cat /design/flow/run.sh
#!/bin/bash
# OpenROAD 26Q1-2900-gdf79404cd8, Yosys 0.63+post, stock flow scripts
make -C /OpenROAD-flow-scripts/flow DESIGN_CONFIG=/design/flow/config.mk WORK_HOME=/design/flow/orfs finish
==> flow_metrics.py <==
# Metrics from the implementation run
metrics = {
    "status": {
        "status": "finished, violations left",
        "violations": "setup timing",
    },
    "final_timing": {
        "worst_slack_ns": -0.255,
        "holdWs_ns": 1.33,
        "timing.fmax_ghz": 0.487,
        "fin_crit_ns": 2.05,
        "worstMarginPinSlew_ns": 0.297,
        "max_slew_margin_pct": 80.0,
        "finalSetupViolations": 3,
        "rsz0062_at_grt": "true",
        "fin_crit_sh_pct": 114,
        "hold_viol_final": 0,
        "finalMaxSlewViolations": 0,
    },
    "cells_and_area": {
        "flops": 0,
        "area_growth_syn_to_layout_pct": 156,
        "layoutNonFillerInstCount": 205,
        "finalCoreUtilization_pct": 47.0,
        "nClkBuffers": 0,
        "drive_gt1_share_pct": 56.7,
        "regArea_um2": 0,
        "stdcell_area_um2": 1710,
    },
    "logic_synthesis": {
        "top_area_share_pct": 56.3,
        "ys_top_cells_by_area": "ha_1 56%, inv_1 17%, nand4_1 7.5%",
        "largest_area_cell": "ha_1",
        "yosys_warnings": 0,
        "syn_area_um2": 667,
        "yosysMostFrequentCell": "inv_1",
        "ys_chip_area_um2": 667,
        "postSynthAreaPerCell_um2": 7.49,
        "ys_types": 13,
        "common_cells": "31 x inv_1, 30 x ha_1, 8 x nand4_1",
        "syn-instance-count": 89,
        "synth_stat.cells": 89,
        "yosysSeqAreaShare_pct": 0,
    },
    "global_route": {
        "overflow": 0,
        "first_global_vias": 970,
        "grt_usage_pct": 7.97,
        "grt_pass1_wl_um": 4330,
        "busiest_layer": "met2",
        "met3_usage_pct": 2.45,
        "antenna_found_initial": 0,
        "grt_max_degree": 3,
        "met2_usage_pct": 14.6,
        "grt_util_met1_pct": 9.48,
    },
    "drt": {
        "vias_per_cell": 4.08,
        "via_count": 836,
        "antenna-diode-count": 0,
        "drt_wl_total_um": 2700,
        "drtIter0Drc": 8,
        "ant_nets": 0,
        "wl_per_cell_um": 13.2,
        "dr.pass1.iters": 2,
        "drc": 0,
    },
    "run": {
        "warnings": 36,
        "drv_cap": 0,
    },
    "worst_setup_path": {
        "cp_slowest_cell": "ha_1",
        "cp_data_arrival_time_ns": 1.69,
        "critPathMaxFanout": 2,
        "max_stage_delay_ns": 0.27,
        "worst_setup_path_start_kind": "input port",
        "crit_type": "input port to output pin",
        "critPathRequiredTime_ns": 1.44,
        "endpoint_kind": "output pin",
        "path_cells": "dlygate4sd2_1 > ha_1 > nand4_1 > nor3_2 > nand3_1 > buf_4 > o21ba_4 > buf_6",
    },
    "power_and_ir_drop": {
        "p_switching_w": 0.000110,
        "p_leak_nw": 0.785,
        "p_seq_share_pct": 0,
        "comb_power_share_pct": 100.0,
        "power.total_w": 0.000299,
        "intPower_w": 0.000189,
        "power.share.clock_pct": 0,
        "p_sw_share_pct": 36.8,
        "irDropWorstVdd_uv": 90.7,
        "p_per_area_nw_per_um2": 175,
    },
    "die": {
        "die_x_um": 81,
        "fp_util_pct": 18.4,
        "ios": 67,
        "core_um2": 3630,
        "dieArea_um2": 6560,
        "fp.dieH_um": 81,
        "placementRows": 22,
    },
    "place": {
        "place_area_um2": 1390,
        "placed_cells": 203,
        "hpwl_um": 2330,
        "place_congestion": 0.807,
        "port_buffers": 65,
    },
    "min_path": {
        "worstHoldPathType": "input port to output pin",
    },
}
==> cells in the final DEF, fill, tap and decap left out <==
master           Yosys  final
nor2_1               4      3
ha_1                30      9
ha_2                 0      2
clkdlybuf4s15_2      0      1
clkbuf_2             0      4
ha_4                 0     19
inv_1               31     12
nand4_1              8      8
buf_2                0      2
nand2_1              1      1
buf_8                0      1
buf_6                0     28
nand3_1              2      2
inv_2                0     14
o21bai_1             1      1
dlygate4sd2_1        0     18
nor2_2               0      1
nor4_4               0      2
clkdlybuf4s15_1      0      8
clkdlybuf4s50_1      0      3
inv_4                0      5
xor2_1               1      1
nor3_1               2      1
nor3_2               1      2
buf_4                0      3
nor4_1               6      1
o21ba_4              0      1
nor4_2               1      4
==> area by class of cell <==
cell class | instances | area (µm²)
Tap cell | 48 | 60.1
Inverter | 31 | 129
Timing Repair Buffer | 68 | 662
Multi-Input combinational cell | 58 | 856
Fill cell | 334 | 1930
==> critical path, delay by kind of cell <==
| family | cells | cell delay [ns] |
|---|---|---|
| adders and majority gates | 1 | 0.27 |
| AOI/OAI and AO/OA | 1 | 0.20 |
| buffers and inverters | 3 | 0.49 |
| and+or+nand+nor | 3 | 0.37 |
==> metal layers <==
layer / up-vias / share of wire (%)
li1: 439 / -
met1: 368 / 39
met2: 29 / 51
met3: 0 / 9.3
met4: 0 / 0
met5: - / 0
==> power groups by stage <==
stage	logic, W	clock network, W	registers, W
global route	0.000338	0	0
finish	0.000299	0	0
CTS	0.000273	0	0
==> what timing repair did <==
| action | 4_1_cts | 5_1_grt |
|---|---|---|
| buffers inserted | 2 | 0 |
| pin swaps | 48 | 15 |
| hold buffers | 0 | 0 |
| setup endpoints to repair | 3 | 3 |
| gates resized | 199 | 31 |
==> logic make-up after synthesis <==
family / synth area share [%]
buf+inv: 17.4
compound gates: 2.63
xor+xnor: 1.31
fa+ha+maj: 56.3
simple gates: 22.3
==> per-stage QoR <==
step / setup WS [ns] / TNS (ns)
floorplan: 0.158 / 0
global placement: -0.986 / -2.88
detailed placement: -0.968 / -2.81
CTS: -0.233 / -0.569
global route: -0.397 / -1.00
finish: -0.255 / -0.520
==> worst paths after layout <==
kind              start  to  slack, ns  cells after the start
setup / recovery  b[20]  gt      -0.25                      8
hold / removal    b[15]  lt       1.33                      7
No activity file was given, so power comes from the tool's default toggle rates.
