==> flow/design.v <==
`timescale 1ns / 1ps
module carry_skip_adder #(
    parameter N = 32,
    parameter BLOCK_SIZE = 4        
)(
    input logic [N-1:0] a,
    input logic [N-1:0] b,
    input logic sub,
    output logic [N-1:0] s,
    output logic n,
    output logic z,
    output logic c,
    output logic v
);
    localparam CARRIES = N / BLOCK_SIZE;
    logic [CARRIES:0] carries;
    assign carries[0] = sub;
    logic [N-1:0] b_mod;
    assign b_mod = b ^ {N{sub}};
    assign n = s[N-1];
    assign z = ~|s;
    assign c = carries[CARRIES];
    assign v = (a[N-1] == b_mod[N-1]) && (s[N-1] != a[N-1]);
    genvar i;
    generate
        for (i = 0; i < CARRIES; i++) begin : CSKA_BLOCK
            localparam R = i * BLOCK_SIZE;
            localparam L = R + BLOCK_SIZE - 1;
            logic [BLOCK_SIZE-1:0] block_sum;
            logic block_cout;
            logic block_propagate;
            csa_ripple_carry_adder #(.N(BLOCK_SIZE)) rca(
                .a(a[L:R]),
                .b(b_mod[L:R]),
                .cin(carries[i]),
                .s(block_sum),
                .cout(block_cout)
            );
            logic [BLOCK_SIZE-1:0] p;
            assign p = a[L:R] ^ b_mod[L:R];
            assign block_propagate = &p;
            assign carries[i+1] = (block_propagate) ? carries[i] : block_cout;
            assign s[L:R] = block_sum;
        end
    endgenerate
endmodule
`timescale 1ns / 1ps
module csa_ripple_carry_adder #(
    parameter N = 4
)(
    input logic [N-1:0] a,
    input logic [N-1:0] b,
    input logic cin,
    output logic [N-1:0] s,
    output logic cout
);
    logic [N:0] carries;
    assign carries[0] = cin;
    genvar i;
    generate
        for (i = 0; i < N; i++) begin : RCA_BLOCK
            full_adder fa(
                .a(a[i]),
                .b(b[i]),
                .cin(carries[i]),
                .sum(s[i]),
                .cout(carries[i+1])
            );
        end
    endgenerate
    assign cout = carries[N];
endmodule
module full_adder (
    input  logic a,
    input  logic b,
    input  logic cin,
    output logic sum,
    output logic cout
);
    assign sum = a ^ b ^ cin;    
    assign cout = (a & b) | (b & cin) | (a & cin);
endmodule : full_adder
==> flow/run.sh <==
#!/bin/bash
# OpenROAD 26Q1-2900-gdf79404cd8, Yosys 0.63+post, stock flow scripts
make -C /OpenROAD-flow-scripts/flow DESIGN_CONFIG=/design/flow/config.mk WORK_HOME=/design/flow/orfs finish
==> flow/config.mk <==
export PLATFORM = sky130hd
export DESIGN_NAME = carry_skip_adder
export DESIGN_NICKNAME = carry_skip_adder
export VERILOG_FILES = /design/flow/design.v
export SDC_FILE = /design/flow/constraint.sdc
export NUM_CORES = 4
export LEC_CHECK = 1
export CORE_UTILIZATION = 30
==> flow/constraint.sdc <==
current_design carry_skip_adder

set clk_period 13.0
set clk_io_pct 0.2

create_clock -name clk0 -period $clk_period

set non_clock_inputs [all_inputs -no_clocks]
set_input_delay [expr $clk_period * $clk_io_pct] -clock clk0 $non_clock_inputs
set_output_delay [expr $clk_period * $clk_io_pct] -clock clk0 [all_outputs]
==> impl_metrics.yaml <==
# synthesis and place-and-route metrics
run_status:
  status: "finished with violations"
  violations: "negative setup slack"
power_and_ir_drop:
  ir_worst_vdd_mv: 0.0350
  power.density_nw_per_um2: 66.7
  leakage_nw: 2.01
grt:
  antenna_found_initial: 0
  grtUsageTotal: 0.144
  grt_pass1_wl_um: 8680
  grt_max_degree: 16
  gr-total-overflow: 0
  grt_pass1_vias: 2048
place:
  dpl_cell_area_sq_um: 3570
  gp_congestion: 0.815
  dp_hpwl_um: 4510
  portBuffers: 101
logic_synthesis:
  syn_area_sq_um: 2210
  yosys-stat-cells: 266
  ys_types: 36
  ys_warn_count: 0
  synth_cells: 266
  ys_seq_share: 0
  yosys_area_sq_um: 2210
  syn_avg_cell_area_sq_um: 8.31
critical_path:
  cp.required_ps: 10400
  cpMostUsedCell: "fa_2"
  cp-end-kind: "primary output"
  critPathKind: "input port to primary output"
  critPathMaxFanout: 4
  cp_data_arrival_time_ps: 16730
  cp-start-kind: "input port"
  critPathMaxStageDelay_ps: 450
  slowest_stage: "or4_4"
drt:
  via_per_inst: 3.95
  dr.pass1.iters: 4
  vias: 2032
  drt.antenna.violating_nets: 0
  wirelength_um: 5390
  drc: 0
  drt_iter0_markers: 25
  routedWlPerCell_um: 10.5
  diodes: 0
run:
  max-cap-violations: 0
  warnings: 66
floorplan:
  io_pins: 101
  dieHeight_um: 87.8
  chipArea_sq_um: 7720
  rows: 30
  die_x_um: 87.8
  core_area_sq_um: 6940
  initCoreUtil: 0.318
final_timing:
  rsz0062_at_grt: "yes"
  fin_tns_setup_ps: -63280
  fmax_mhz: 51.7
  finalCriticalPeriod_ps: 19330
  drv_slew: 0
  finalCritPeriodShare: 1.49
  tightestPinTransition_ps: 378
  setup_viol: 18
  slew_headroom: 0.747
  hold_viol_final: 0
  setup_ws_ps: -6330
layout:
  flops: 0
  seq_area_sq_um: 0
  syn_to_final_growth_pct: 74.8
  nClkBuffers: 0
  nFillCells: 608
  fin_util: 0.556
  finalInstanceArea_sq_um: 3860
  layout-drive-gt1-share: 0.411
  final_cell_mix: "84 x buf_4, 74 x clkdlybuf4s50_1, 71 x inv_1, 31 x xor2_1, 31 x ha_1"
  multiInputGateArea_sq_um: 1820
  layout.cells.most_common: "buf_4"
min_path:
  holdPathStages: 4
  min_path_type: "input port to primary output"
clock_tree:
  hold_buffers: 0
## worst max-delay path, delay by kind of cell
kind | cells | cell delay (ps)
adders and majority gates | 31 | 10640
and+or+nand+nor | 8 | 1540
AOI/OAI and AO/OA | 7 | 1040
buffers and inverters | 5 | 410
muxes | 1 | 280
xor gates and xnor gates | 1 | 180
## synth_stat cells, drive strengths merged (2+ instances only)
cell | number | area (sq um)
buf | 35 | 255
xor2 | 32 | 280
nor4 | 2 | 18.8
or4 | 2 | 15.0
inv | 87 | 327
nand2 | 4 | 15.0
nand3 | 3 | 15.0
a211oi | 2 | 20.0
nor2 | 5 | 18.8
o21ai | 2 | 10.0
and4 | 3 | 26.3
nand4 | 10 | 77.6
fa | 31 | 621
ha | 31 | 388
## layer usage
layer / track usage / up-vias / wire length, um
met2: 0.241 / 68 / 2460
met4: 0 / 0 / 0
met1: 0.218 / 915 / 2570
li1: - / 1049 / -
met3: 0.0181 / 0 / 363
met5: 0 / - / 0
## final timing paths
check,startpoint,to,slack [ps]
max,sub,z,-6330
min,a[31],v,5980
## final cells by class
class	instances	area share
inverters	88	0.0861
multi-input cells	142	0.471
well taps	96	0.0311
repair buffers	188	0.412
## logic make-up (layout without fill, tap and decap cells)
logic type / after synthesis / after routing / synth area share
adder cells (fa/ha/maj): 62 / 62 / 0.456
buffers and inverters: 124 / 276 / 0.267
AND/OR/NAND/NOR: 33 / 33 / 0.0956
AND-OR/OR-AND: 13 / 13 / 0.0458
multiplexers: 1 / 1 / 0.00509
XOR/XNOR: 33 / 33 / 0.131
## metrics by stage
stage	power, mW	hold slack, ps	std cells	setup WS, ps
6_report	0.258	5980	514	-6330
4_1_cts	0.255	5970	514	-6470
5_1_grt	0.290	6040	514	-6810
2_1_floorplan	0.137	5270	266	-5900
3_5_place_dp	0.229	6240	477	-7200
3_3_place_gp	0.229	6250	477	-7120
## what timing repair did
item / 4_1_cts / 5_1_grt
gates resized: 82 / 23
setup endpoints to repair: 20 / 20
pin swaps: 12 / 10
setup buffers: 37 / 3
## power by group
group	switching (mW)	total, mW	internal (mW)
clock	0	0	0
sequential	0	0	0
combinational	0.0970	0.258	0.161
Power figures rest on the tool's default switching activity, not on a simulated workload.
